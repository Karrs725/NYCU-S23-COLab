--- design/flow/constraint.sdc ---
current_design alu

set clk_period 1.0
set clk_io_pct 0.2

create_clock -name clk0 -period $clk_period [get_ports {clk}]

set non_clock_inputs [all_inputs -no_clocks]
set_input_delay [expr $clk_period * $clk_io_pct] -clock clk0 $non_clock_inputs
set_output_delay [expr $clk_period * $clk_io_pct] -clock clk0 [all_outputs]
--- design/flow/run.sh ---
#!/bin/bash
# OpenROAD 26Q1-2900-gdf79404cd8, Yosys 0.63+post, stock flow scripts
make -C /OpenROAD-flow-scripts/flow DESIGN_CONFIG=/design/flow/config.mk WORK_HOME=/design/flow/orfs finish
--- design/flow/design.v ---
`timescale 1ns/1ps
module alu(
    clk,             
    rst_n,           
    src1,            
    src2,            
    ALU_control,     
    result,          
    zero,            
    cout,            
    overflow         
);
input clk;
input rst_n;
input [31:0] src1;
input [31:0] src2;
input [3:0] ALU_control;
output [32-1:0] result;
output zero;
output cout;
output overflow;
reg [32-1:0] result;
reg zero, cout, overflow;
wire [31:0] ALU_result;
wire [31:0] ALU_cout;
wire ALU_set, ALU_overflow;
always@(posedge clk or negedge rst_n) 
begin
	if(!rst_n) begin
        result = 0;
        zero = 0;
        cout = 0;
        overflow = 0;
	end
	else begin
        zero = ~(|ALU_result);
        result = ALU_result;
        cout = ALU_cout[31];
        overflow = ALU_overflow;
	end
end
alu_top ALU00(.src1(src1[0]), .src2(src2[0]), .less(ALU_set), .A_invert(ALU_control[3]), .B_invert(ALU_control[2]), .cin(ALU_control[2]), .operation(ALU_control[1:0]), .result(ALU_result[0]), .cout(ALU_cout[0]));
alu_top ALU01(.src1(src1[1]), .src2(src2[1]), .less(1'b0), .A_invert(ALU_control[3]), .B_invert(ALU_control[2]), .cin(ALU_cout[0]), .operation(ALU_control[1:0]), .result(ALU_result[1]), .cout(ALU_cout[1]));
alu_top ALU02(.src1(src1[2]), .src2(src2[2]), .less(1'b0), .A_invert(ALU_control[3]), .B_invert(ALU_control[2]), .cin(ALU_cout[1]), .operation(ALU_control[1:0]), .result(ALU_result[2]), .cout(ALU_cout[2]));
alu_top ALU03(.src1(src1[3]), .src2(src2[3]), .less(1'b0), .A_invert(ALU_control[3]), .B_invert(ALU_control[2]), .cin(ALU_cout[2]), .operation(ALU_control[1:0]), .result(ALU_result[3]), .cout(ALU_cout[3]));
alu_top ALU04(.src1(src1[4]), .src2(src2[4]), .less(1'b0), .A_invert(ALU_control[3]), .B_invert(ALU_control[2]), .cin(ALU_cout[3]), .operation(ALU_control[1:0]), .result(ALU_result[4]), .cout(ALU_cout[4]));
alu_top ALU05(.src1(src1[5]), .src2(src2[5]), .less(1'b0), .A_invert(ALU_control[3]), .B_invert(ALU_control[2]), .cin(ALU_cout[4]), .operation(ALU_control[1:0]), .result(ALU_result[5]), .cout(ALU_cout[5]));
alu_top ALU06(.src1(src1[6]), .src2(src2[6]), .less(1'b0), .A_invert(ALU_control[3]), .B_invert(ALU_control[2]), .cin(ALU_cout[5]), .operation(ALU_control[1:0]), .result(ALU_result[6]), .cout(ALU_cout[6]));
alu_top ALU07(.src1(src1[7]), .src2(src2[7]), .less(1'b0), .A_invert(ALU_control[3]), .B_invert(ALU_control[2]), .cin(ALU_cout[6]), .operation(ALU_control[1:0]), .result(ALU_result[7]), .cout(ALU_cout[7]));
alu_top ALU08(.src1(src1[8]), .src2(src2[8]), .less(1'b0), .A_invert(ALU_control[3]), .B_invert(ALU_control[2]), .cin(ALU_cout[7]), .operation(ALU_control[1:0]), .result(ALU_result[8]), .cout(ALU_cout[8]));
alu_top ALU09(.src1(src1[9]), .src2(src2[9]), .less(1'b0), .A_invert(ALU_control[3]), .B_invert(ALU_control[2]), .cin(ALU_cout[8]), .operation(ALU_control[1:0]), .result(ALU_result[9]), .cout(ALU_cout[9]));
alu_top ALU10(.src1(src1[10]), .src2(src2[10]), .less(1'b0), .A_invert(ALU_control[3]), .B_invert(ALU_control[2]), .cin(ALU_cout[9]), .operation(ALU_control[1:0]), .result(ALU_result[10]), .cout(ALU_cout[10]));
alu_top ALU11(.src1(src1[11]), .src2(src2[11]), .less(1'b0), .A_invert(ALU_control[3]), .B_invert(ALU_control[2]), .cin(ALU_cout[10]), .operation(ALU_control[1:0]), .result(ALU_result[11]), .cout(ALU_cout[11]));
alu_top ALU12(.src1(src1[12]), .src2(src2[12]), .less(1'b0), .A_invert(ALU_control[3]), .B_invert(ALU_control[2]), .cin(ALU_cout[11]), .operation(ALU_control[1:0]), .result(ALU_result[12]), .cout(ALU_cout[12]));
alu_top ALU13(.src1(src1[13]), .src2(src2[13]), .less(1'b0), .A_invert(ALU_control[3]), .B_invert(ALU_control[2]), .cin(ALU_cout[12]), .operation(ALU_control[1:0]), .result(ALU_result[13]), .cout(ALU_cout[13]));
alu_top ALU14(.src1(src1[14]), .src2(src2[14]), .less(1'b0), .A_invert(ALU_control[3]), .B_invert(ALU_control[2]), .cin(ALU_cout[13]), .operation(ALU_control[1:0]), .result(ALU_result[14]), .cout(ALU_cout[14]));
alu_top ALU15(.src1(src1[15]), .src2(src2[15]), .less(1'b0), .A_invert(ALU_control[3]), .B_invert(ALU_control[2]), .cin(ALU_cout[14]), .operation(ALU_control[1:0]), .result(ALU_result[15]), .cout(ALU_cout[15]));
alu_top ALU16(.src1(src1[16]), .src2(src2[16]), .less(1'b0), .A_invert(ALU_control[3]), .B_invert(ALU_control[2]), .cin(ALU_cout[15]), .operation(ALU_control[1:0]), .result(ALU_result[16]), .cout(ALU_cout[16]));
alu_top ALU17(.src1(src1[17]), .src2(src2[17]), .less(1'b0), .A_invert(ALU_control[3]), .B_invert(ALU_control[2]), .cin(ALU_cout[16]), .operation(ALU_control[1:0]), .result(ALU_result[17]), .cout(ALU_cout[17]));
alu_top ALU18(.src1(src1[18]), .src2(src2[18]), .less(1'b0), .A_invert(ALU_control[3]), .B_invert(ALU_control[2]), .cin(ALU_cout[17]), .operation(ALU_control[1:0]), .result(ALU_result[18]), .cout(ALU_cout[18]));
alu_top ALU19(.src1(src1[19]), .src2(src2[19]), .less(1'b0), .A_invert(ALU_control[3]), .B_invert(ALU_control[2]), .cin(ALU_cout[18]), .operation(ALU_control[1:0]), .result(ALU_result[19]), .cout(ALU_cout[19]));
alu_top ALU20(.src1(src1[20]), .src2(src2[20]), .less(1'b0), .A_invert(ALU_control[3]), .B_invert(ALU_control[2]), .cin(ALU_cout[19]), .operation(ALU_control[1:0]), .result(ALU_result[20]), .cout(ALU_cout[20]));
alu_top ALU21(.src1(src1[21]), .src2(src2[21]), .less(1'b0), .A_invert(ALU_control[3]), .B_invert(ALU_control[2]), .cin(ALU_cout[20]), .operation(ALU_control[1:0]), .result(ALU_result[21]), .cout(ALU_cout[21]));
alu_top ALU22(.src1(src1[22]), .src2(src2[22]), .less(1'b0), .A_invert(ALU_control[3]), .B_invert(ALU_control[2]), .cin(ALU_cout[21]), .operation(ALU_control[1:0]), .result(ALU_result[22]), .cout(ALU_cout[22]));
alu_top ALU23(.src1(src1[23]), .src2(src2[23]), .less(1'b0), .A_invert(ALU_control[3]), .B_invert(ALU_control[2]), .cin(ALU_cout[22]), .operation(ALU_control[1:0]), .result(ALU_result[23]), .cout(ALU_cout[23]));
alu_top ALU24(.src1(src1[24]), .src2(src2[24]), .less(1'b0), .A_invert(ALU_control[3]), .B_invert(ALU_control[2]), .cin(ALU_cout[23]), .operation(ALU_control[1:0]), .result(ALU_result[24]), .cout(ALU_cout[24]));
alu_top ALU25(.src1(src1[25]), .src2(src2[25]), .less(1'b0), .A_invert(ALU_control[3]), .B_invert(ALU_control[2]), .cin(ALU_cout[24]), .operation(ALU_control[1:0]), .result(ALU_result[25]), .cout(ALU_cout[25]));
alu_top ALU26(.src1(src1[26]), .src2(src2[26]), .less(1'b0), .A_invert(ALU_control[3]), .B_invert(ALU_control[2]), .cin(ALU_cout[25]), .operation(ALU_control[1:0]), .result(ALU_result[26]), .cout(ALU_cout[26]));
alu_top ALU27(.src1(src1[27]), .src2(src2[27]), .less(1'b0), .A_invert(ALU_control[3]), .B_invert(ALU_control[2]), .cin(ALU_cout[26]), .operation(ALU_control[1:0]), .result(ALU_result[27]), .cout(ALU_cout[27]));
alu_top ALU28(.src1(src1[28]), .src2(src2[28]), .less(1'b0), .A_invert(ALU_control[3]), .B_invert(ALU_control[2]), .cin(ALU_cout[27]), .operation(ALU_control[1:0]), .result(ALU_result[28]), .cout(ALU_cout[28]));
alu_top ALU29(.src1(src1[29]), .src2(src2[29]), .less(1'b0), .A_invert(ALU_control[3]), .B_invert(ALU_control[2]), .cin(ALU_cout[28]), .operation(ALU_control[1:0]), .result(ALU_result[29]), .cout(ALU_cout[29]));
alu_top ALU30(.src1(src1[30]), .src2(src2[30]), .less(1'b0), .A_invert(ALU_control[3]), .B_invert(ALU_control[2]), .cin(ALU_cout[29]), .operation(ALU_control[1:0]), .result(ALU_result[30]), .cout(ALU_cout[30]));
alu_top31 ALU31(.src1(src1[31]), .src2(src2[31]), .less(1'b0), .A_invert(ALU_control[3]), .B_invert(ALU_control[2]), .cin(ALU_cout[30]), .operation(ALU_control[1:0]), .result(ALU_result[31]), .cout(ALU_cout[31]), .set(ALU_set), .overflow(ALU_overflow));
endmodule
`timescale 1ns/1ps
module alu_top(
    src1,        
    src2,        
    less,        
    A_invert,    
    B_invert,    
    cin,         
    operation,   
    result,      
    cout         
);
input src1;
input src2;
input less;
input A_invert;
input B_invert;
input cin;
input [1:0] operation;
output result;
output cout;
reg result, cout;
always@(*) begin
    case (operation)
        2'b00: begin
                    result = (src1^A_invert) & (src2^B_invert);
                    cout = 0;
               end
        2'b01: begin
                    result = (src1^A_invert) | (src2^B_invert);
                    cout = 0;
               end
        2'b10: begin
                    result = ((src1^A_invert) ^ (src2^B_invert)) ^ cin;
                    cout = (((src1^A_invert) ^ (src2^B_invert)) & cin) + ((src1^A_invert) & (src2^B_invert));
               end
        2'b11: begin
                    result = less;
                    cout = (((src1^A_invert) ^ (src2^B_invert)) & cin) + ((src1^A_invert) & (src2^B_invert));
               end
        default: begin
                    result = result;
                    cout = cout;
                end
    endcase
end
endmodule
`timescale 1ns/1ps
module alu_top31(
    src1,        
    src2,        
    less,        
    A_invert,    
    B_invert,    
    cin,         
    operation,   
    result,      
    cout,        
    set,         
    overflow     
);
input src1;
input src2;
input less;
input A_invert;
input B_invert;
input cin;
input [1:0] operation;
output result;
output cout;
output set;
output overflow;
reg result, cout, set, overflow;
always@(*) begin
    case (operation)
        2'b00: begin
                    result = (src1^A_invert) & (src2^B_invert);
                    cout = 0;
                    set = 0;
                    overflow = 0;
               end
        2'b01: begin
                    result = (src1^A_invert) | (src2^B_invert);
                    cout = 0;
                    set = 0;
                    overflow = 0;
               end
        2'b10: begin
                    result = ((src1^A_invert) ^ (src2^B_invert)) ^ cin;
                    cout = (((src1^A_invert) ^ (src2^B_invert)) & cin) + ((src1^A_invert) & (src2^B_invert));
                    set = 0;
                    overflow = cin ^ cout;
               end
        2'b11: begin
                    result = less;
                    cout = 0;
                    set = ((src1^A_invert) ^ (src2^B_invert)) ^ cin;
                    overflow = 0;
               end
        default: begin
                    result = result;
                    cout = cout;
                    set = 0;
                    overflow = 0;
                end
    endcase
end
endmodule
--- design/flow/config.mk ---
export PLATFORM = sky130hd
export DESIGN_NAME = alu
export DESIGN_NICKNAME = alu
export VERILOG_FILES = /design/flow/design.v
export SDC_FILE = /design/flow/constraint.sdc
export NUM_CORES = 4
export LEC_CHECK = 1
export CORE_UTILIZATION = 50
==> run notes <==
fresh numbers from the pnr run: final hold slack=-0.138 ns, Avg WL per Cell=~14 um, setup TNS=-284.69 ns, Area growth, synth to finish=53.0%, Leak=3.45 nW, power density over cell area=997 nW/um2, GPL Wtd Cong=0.884, detailed placement HPWL=8.24 mm, min cycle time layout=16.12 ns, ys flop type=dfrtp_1, Slew Limit Headroom=0.601, grt total ovfl=0, aggregate global-route resource usage=0.263, Least-Margin Pin Slew=0.599 ns, highest-delay cell along the critical path=or4_1, CTS buffer count=5, vias in the first global route=3669, M2 GR Usage=0.448, Yosys chip area=4320 um2, tool warnings=between 90 and 100, critical path arrival=between 15 and 20 ns, Reg clk slew, reported paths=0.08 ns, sequential cell area=876 um2, top cells, area=dfrtp_1 20%, ha_1 19%, fa_1 14%, Final Slew Violations=0, EDFF count, synth=0, # Max-Cap Violations=0, most instantiated cells after synthesis=78 x inv_1, 64 x ha_1, 61 x xor2_1, Achievable Freq=0.0620 GHz, slowest stage delay, CP=between 0.5 and 0.6 ns, worst slack, placed=-15.81 ns, count of final setup violators=35, Mapped Cells=~440, Core Rows=33, Gate Area=approximately 3400 um2, # IOs=~110, Synthesis Warnings=3, sequential share of the synthesized area=0.203, Worst EP required=1.23 ns, drt first-iter violations=93, CP Buf/Inv Count=1, grt met3 use=0.0482, FILL cells=536, Init Core Util=0.520, die area=9010 um2, Fin. Hold Viols=35, Synth flops=35, Antenna diodes=0, first-pass GRT wire length=between 15 and 20 mm, drc violations=0, async set-reset flop share out of synthesis=1.00, most used routing layer=met2, Yosys cell types=34, CP endpoint kind=flop, IO buf count=~100, Post-Route WL=10.6 mm, Tot Pwr=6.58 mW, share of cells above drive strength 1=0.399, clk buf depth=2, DR vias=3565, Hold Crit Class=in2async, Worst VDD drop=between 0.6 and 0.7 mV, CTS tree=done, Detailed Routing Iterations Pass 1=4, violated checks=negative hold slack, negative setup slack, Critical Path Source Type=input port, core footprint=8300 um2, synthesized area=4320 um2, H-tree depth=2, setup ws final=-15.12 ns, cells in synth_stat.txt=441, count of antenna-violating nets left after detailed routing=0, Setup Crit Path Kind=in2reg, Sink Count=35, biggest area consumer among synthesized cells=dfrtp_1, Synth top area share=0.203, Avg Inst Size Synth=9.79 um2, Clock Root Buffer=clkbuf_8, die width=94.9 um, status=complete, but fails checks, RSZ-0062 raised after global routing=true, vias per cell=4.75, Die Ht=94.9 um, largest net degree at the start of global routing=~96, post-layout util=0.796, most frequent CP cell=fa_2, initial antenna violation count=0, GR Util met1=0.365, cell with the most instances after synthesis=inv_1, CP Max Fanout=2, CP delay by family, top=adder cells, post-layout period usage=16.1
-- registers in the layout, indices dropped and copies added, names as in the netlist --
signal,flops
overflow,1
result,32
cout,1
zero,1
-- routing by layer --
metal	wire (um)	up-vias
met1	4690	1695
li1	-	1767
met3	496	10
met5	0	-
met4	104	0
met2	5300	93
-- area by class of cell --
class,instances,area share
multi-input cells,302,0.514
repair buffers,223,0.272
flip-flops and latches,35,0.133
inverters,78,0.0443
well taps,105,0.0199
clock buffers,5,0.0104
clock inverters,3,0.00663
-- power breakdown --
part           total [mW]  switching, mW  internal (mW)  leakage (nW)
logic                3.62           1.58           2.04          2.96
registers            1.67         0.0512           1.62         0.429
clock network        1.30          0.557          0.743        0.0581
-- timing repair --
item | 4_1_cts | 5_1_grt
endpoints found under the setup margin | 70 | 53
resized | 142 | 12
endpoints found under the hold margin | 35 | 35
setup buffers | 11 | 7
pin swaps | 11 | 11
-- worst max-delay path by stage --
stage	endpoint	slack, ns	startpoint	depth (start not counted)
CTS	zero	-15.21	src1[0]	70
finish	zero	-15.12	src1[0]	70
global route	zero	-15.65	src1[0]	70
-- placed cells by master, fill, tap and decap left out, drive strengths merged --
master and instances:
buf 159, inv 78, ha 64, clkdlybuf4s50 61, xor2 61, dfrtp 35
fa 31, nor2b 30, nand2b 27, o21ai 16, o31a 16, mux2i 15
o22ai 15, clkbuf 6, or4 5, xnor2 5, nor4 4, and2b 3
and2 2, clkdlybuf4s15 2, nand2 2, clkinv 2, o211a 1, mux4 1
nor3b 1, and3b 1, o221ai 1, and4 1, bufinv 1
-- stage by stage --
step           instances  instance area, um2
2_1_floorplan        441                4670
3_3_place_gp         736                6490
3_5_place_dp         736                6490
4_1_cts              754                6600
5_1_grt              751                6610
6_report             751                6610
-- logic make-up (layout without fill, tap and decap cells) --
| logic type | count (synthesis) | after routing | synth area share |
|---|---|---|---|
| compound gates | 49 | 49 | 0.0785 |
| flops | 35 | 35 | 0.203 |
| xor+xnor | 66 | 66 | 0.134 |
| mux | 16 | 16 | 0.0400 |
| fa+ha+maj | 95 | 95 | 0.329 |
| buf+inv | 104 | 309 | 0.0988 |
| simple gates | 76 | 76 | 0.117 |
Power is estimated from default activity; no workload was simulated.
